### flow/config.mk
export PLATFORM = sky130hd
export DESIGN_NAME = counter
export DESIGN_NICKNAME = counter
export VERILOG_FILES = /design/flow/design.v
export SDC_FILE = /design/flow/constraint.sdc
export NUM_CORES = 4
export LEC_CHECK = 1
export CORE_AREA = 10 10 70 70
export DIE_AREA = 0 0 80 80
### flow/constraint.sdc
current_design counter

set clk_period 1.7
set clk_io_pct 0.2

create_clock -name clk0 -period $clk_period [get_ports {clk}]

set non_clock_inputs [all_inputs -no_clocks]
set_input_delay [expr $clk_period * $clk_io_pct] -clock clk0 $non_clock_inputs
set_output_delay [expr $clk_period * $clk_io_pct] -clock clk0 [all_outputs]
### flow/design.v
module counter(clk, enable, count, load);
input clk;
input enable, load;
output [3:0]count;
reg [3:0] count;
always @(posedge clk)
  begin
  if (load)
  count<=4'b1111;
  else if (enable) 
   count <= count + 4'd1;
  else
  count <= count;
  end
endmodule
### flow/run.sh
#!/bin/bash
# OpenROAD 26Q1-2900-gdf79404cd8, Yosys 0.63+post, stock flow scripts
make -C /OpenROAD-flow-scripts/flow DESIGN_CONFIG=/design/flow/config.mk WORK_HOME=/design/flow/orfs finish
==> flow_summary.json <==
{
  "cts_hold_buf": 0,
  "tritoncts": "built",
  "synthTopCellsByCount": "4 x dfxtp_1, 2 x nor2b_1",
  "grt_first_pass_wirelength_um": 703,
  "synth-edff-count": 0,
  "cp_slowest_stage_delay_ns": 0.50,
  "avgSynthCellArea_um2": 10.9,
  "synthFlopType": "dfxtp_1",
  "yosysMostFrequentCell": "dfxtp_1",
  "grt_max_degree": 7,
  "coreArea_um2": 3420,
  "dp_hpwl_um": 354,
  "grt-ovfl-total": 0,
  "setup_violations": 0,
  "cp_slowest_cell": "clkdlybuf4s50_1",
  "drive_above_1_share_pct": 20.0,
  "r2r-end": "count[1]",
  "post_drt_wl_per_cell_um": 6.40,
  "clockRootBuffer": "clkbuf_4",
  "fin_setup_tns_ns": 0,
  "row_count": 21,
  "fin_hold_ws_ns": 0.547,
  "yosysTopAreaCell": "dfxtp_1",
  "htreeDepth": 1,
  "synth.cell_area_um2": 175,
  "clock_sinks": 4,
  "ys_types": 12,
  "worstPathCellList": "clkdlybuf4s50_1",
  "synth_flops": 4,
  "r2r_start": "count[0]",
  "slew_viol_final": 0,
  "chip_area_um2": 6400,
  "status": "finished, final reports clean",
  "yosys_area_um2": 175,
  "tightest_slew_ns": 0.233,
  "place_inst": 68,
  "critPathCaptureType": "output port",
  "clkSlewWorstSetupHoldPaths_ns": 0.04,
  "die-height_um": 80,
  "crit_start": "count[0]",
  "yosysWarnings": 1,
  "period_used_pct": 87.2,
  "cts_buffer_depth": 2,
  "grtUsageTotal_pct": 1.60,
  "fin_crit_ns": 1.48,
  "worst_r2r_path_depth": 2,
  "cellPowerDensity_nw_per_um2": 906,
  "grt_pass1_vias": 140,
  "yosys.area.top_type_share_pct": 45.7,
  "port_buffers": 6,
  "syn_to_final_growth_pct": 81.4,
  "syn_inst": 16,
  "cp-endpoint": "count[0]",
  "wirelength_um": 461,
  "ctsResizeCount": 0,
  "max_cap_viol_count": 0,
  "max_slew_margin_pct": 84.4,
  "arrival_ns": 1.14,
  "fillCellCount": 406,
  "stdcell_count": 72,
  "largest_register": "count",
  "area_leaders": "dfxtp_1 46%, ha_1 7.1%, nand4_2 7.1%",
  "numCtsBuffers": 3,
  "start_kind": "register",
  "clock_skew_ns": 0.000525,
  "hp-class": "register to register",
  "die_w_um": 80,
  "cp_max_fo": 4,
  "reg_top3": "count (4)",
  "fmax_mhz": 674,
  "drc": 0,
  "drt_iter0_drc": 4,
  "post_cts_buffers": 0,
  "grt_antenna_before_repair": 1,
  "path_buffers": 1,
  "hold_viol": 0,
  "dr.pass1.iters": 2,
  "leakage_nw": 0.115,
  "r2r_slack_ns": 0.63,
  "warning_count": 25,
  "async_reset_ff_share_pct": 0,
  "drtAntennaViolNets": 0,
  "viasPerCell": 2.10,
  "vias": 151,
  "rsz0062_at_grt": "no",
  "largest_reg_flops": 4,
  "io_pins": 7,
  "power_uw": 288,
  "fp_util_pct": 5.13,
  "place.gp.congestion": 0.664,
  "clk_latency_ns": 0.23,
  "cp_num_cells": 1,
  "cp.required_ns": 1.36,
  "ys_cells": 16,
  "cp_top_family": "buffers and inverters",
  "peakVddDrop_v": 0.000179,
  "synth_seq_share_pct": 45.7,
  "critPathKind": "register to output port"
}
## per-layer routing
| metal | track usage (%) | vias to the layer above | routed length, um |
|---|---|---|---|
| met5 | 0 | - | 0 |
| met4 | 0.352 | 0 | 0 |
| met3 | 3.41 | 0 | 158 |
| met2 | 0.883 | 9 | 98 |
| met1 | 1.73 | 64 | 204 |
| li1 | - | 78 | - |
## how the worst min path moves through the flow
stage / from / end / slack [ns] / cells past startpoint
finish: count[3] / count[3] / 0.55 / 2
global route: count[3] / count[3] / 0.57 / 2
CTS: count[3] / count[3] / 0.54 / 2
## cells in the final DEF, fill, tap and decap left out, types with 2 or more instances in the layout
cell | synthesis | layout
nor2b_1 | 2 | 2
dfxtp_1 | 4 | 4
clkbuf_4 | 0 | 3
clkdlybuf4s50_1 | 0 | 6
## cell type report
type                            instances  area [um^2]  share of cell area, %
Multi-Input combinational cell         12         95.1                   29.9
Sequential cell                         4         80.1                   25.2
Timing Repair Buffer                    6         60.1                   18.9
Tap cell                               46         57.6                   18.1
Clock buffer                            3         22.5                   7.09
Antenna cell                            1         2.50                  0.787
## through the flow
step | instance area (um^2) | util, % | worst slack [ns]
after global placement | 293 | 8.57 | 0.381
final | 318 | 9.30 | 0.217
after global routing | 318 | 9.30 | 0.154
after CTS | 315 | 9.23 | 0.200
after detailed placement | 293 | 8.57 | 0.349
after floorplan | 175 | - | 0.708
## power by group
part / internal [mW] / switching (mW) / total [mW]
Sequential: 0.105 / 0.0109 / 0.116
Clock: 0.0790 / 0.0393 / 0.118
Combinational: 0.0374 / 0.0160 / 0.0534
## cell families after synthesis
group           count (synthesis)  synth area share [%]
flops                           4                  45.7
xor+xnor                        1                  5.00
fa+ha+maj                       1                  7.14
simple gates                    6                  24.3
mux                             1                  5.71
compound gates                  3                  12.1
Power figures rest on the tool's default switching activity, not on a simulated workload.
